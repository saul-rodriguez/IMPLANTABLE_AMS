==> ./design.v <==
module  DacCtrl(
CountEnable,
Clk,
Resetn,
StepNum,
P,
IP,
IN,
QP,
QN
);
input CountEnable;
input Clk;
input Resetn;
input StepNum;
output reg [16:0] P;  
output reg IP;  
output reg QP;  
output wire IN,QN; 
reg [16:0] S32;
reg [16:0] S16;
reg [4:0] count;
reg aux_Q;
always @(posedge Clk, negedge Resetn)
begin
    if (Resetn == 0) begin
        count <= 0;
    end else begin
        count <= count + 1;    
    end    
end
always @(CountEnable, count)
begin
    if (CountEnable == 1) begin
        case(count)
            0:  S32 = 17'b0_0000_0000_0000_0001;  
            1:  S32 = 17'b0_0000_0000_0000_0010;
            2:  S32 = 17'b0_0000_0000_0000_0100;
            3:  S32 = 17'b0_0000_0000_0000_1000;
            4:  S32 = 17'b0_0000_0000_0001_0000;
            5:  S32 = 17'b0_0000_0000_0010_0000;
            6:  S32 = 17'b0_0000_0000_0100_0000;
            7:  S32 = 17'b0_0000_0000_1000_0000;
            8:  S32 = 17'b0_0000_0001_0000_0000;  
            9:  S32 = 17'b0_0000_0000_1000_0000;
            10: S32 = 17'b0_0000_0000_0100_0000;
            11: S32 = 17'b0_0000_0000_0010_0000;
            12: S32 = 17'b0_0000_0000_0001_0000;
            13: S32 = 17'b0_0000_0000_0000_1000;
            14: S32 = 17'b0_0000_0000_0000_0100;
            15: S32 = 17'b0_0000_0000_0000_0010;
            16: S32 = 17'b0_0000_0000_0000_0001; 
            17: S32 = 17'b0_0000_0010_0000_0000; 
            18: S32 = 17'b0_0000_0100_0000_0000;
            19: S32 = 17'b0_0000_1000_0000_0000;
            20: S32 = 17'b0_0001_0000_0000_0000;
            21: S32 = 17'b0_0010_0000_0000_0000;
            22: S32 = 17'b0_0100_0000_0000_0000;
            23: S32 = 17'b0_1000_0000_0000_0000;            
            24: S32 = 17'b1_0000_0000_0000_0000;  
            25: S32 = 17'b0_1000_0000_0000_0000;
            26: S32 = 17'b0_0100_0000_0000_0000;
            27: S32 = 17'b0_0010_0000_0000_0000;
            28: S32 = 17'b0_0001_0000_0000_0000;
            29: S32 = 17'b0_0000_1000_0000_0000;
            30: S32 = 17'b0_0000_0100_0000_0000;
            31: S32 = 17'b0_0000_0010_0000_0000;
            default: S32 = 17'b0_0000_0000_0000_0001;  
         endcase   
    end else begin
            S32 = 17'b0_0000_0000_0000_0001;  
    end
end
always @(CountEnable, count)
begin
    if (CountEnable == 1) begin
        case(count)
            0:  S16 = 17'b0_0000_0000_0000_0001;  
            1:  S16 = 17'b0_0000_0000_0000_0100;
            2:  S16 = 17'b0_0000_0000_0001_0000;
            3:  S16 = 17'b0_0000_0000_0100_0000;
            4:  S16 = 17'b0_0000_0001_0000_0000; 
            5:  S16 = 17'b0_0000_0000_0100_0000;
            6:  S16 = 17'b0_0000_0000_0001_0000;
            7:  S16 = 17'b0_0000_0000_0000_0100;
            8:  S16 = 17'b0_0000_0000_0000_0001;  
            9:  S16 = 17'b0_0000_0100_0000_0000;
            10: S16 = 17'b0_0001_0000_0000_0000;
            11: S16 = 17'b0_0100_0000_0000_0000;
            12: S16 = 17'b1_0000_0000_0000_0000;  
            13: S16 = 17'b0_0100_0000_0000_0000;
            14: S16 = 17'b0_0001_0000_0000_0000;
            15: S16 = 17'b0_0000_0100_0000_0000;            
            16:  S16 = 17'b0_0000_0000_0000_0001;  
            17:  S16 = 17'b0_0000_0000_0000_0100;
            18:  S16 = 17'b0_0000_0000_0001_0000;
            19:  S16 = 17'b0_0000_0000_0100_0000;
            20:  S16 = 17'b0_0000_0001_0000_0000; 
            21:  S16 = 17'b0_0000_0000_0100_0000;
            22:  S16 = 17'b0_0000_0000_0001_0000;
            23:  S16 = 17'b0_0000_0000_0000_0100;
            24:  S16 = 17'b0_0000_0000_0000_0001;  
            25:  S16 = 17'b0_0000_0100_0000_0000;
            26: S16 = 17'b0_0001_0000_0000_0000;
            27: S16 = 17'b0_0100_0000_0000_0000;
            28: S16 = 17'b1_0000_0000_0000_0000;  
            29: S16 = 17'b0_0100_0000_0000_0000;
            30: S16 = 17'b0_0001_0000_0000_0000;
            31: S16 = 17'b0_0000_0100_0000_0000;
            default: S16 = 17'b0_0000_0000_0000_0001;  
         endcase   
    end else begin
            S16 = 17'b0_0000_0000_0000_0001;  
    end
end
always @(StepNum,S16,S32)
begin
    if (StepNum == 0) begin  
        P = S32;
    end else begin
        P = S16;
    end
end
always @(StepNum,count)
begin
    if(StepNum == 0) begin  
        IP <= ~count[4];
    end else begin  
        IP <= ~count[3];
    end
end
assign IN = ~IP;
always @(StepNum,count)
begin
    if(StepNum == 0) begin  
        aux_Q = count[3];
    end else begin  
        aux_Q = count[2];
    end
end
always @(posedge aux_Q, negedge Resetn)
begin
    if (Resetn == 0) begin
        QP <= 0;         
    end else begin
        QP <= IP; 
    end    
end
assign QN = ~QP;
endmodule
==> ./config.mk <==
export PLATFORM = sky130hd
export DESIGN_NAME = DacCtrl
export DESIGN_NICKNAME = DacCtrl
export VERILOG_FILES = /design/flow/design.v
export SDC_FILE = /design/flow/constraint.sdc
export NUM_CORES = 4
export LEC_CHECK = 1
export CORE_AREA = 10 10 72 72
export DIE_AREA = 0 0 82 82
==> ./constraint.sdc <==
current_design DacCtrl

set clk_period 1.9
set clk_io_pct 0.2

create_clock -name clk0 -period $clk_period [get_ports {Clk}]

set non_clock_inputs [all_inputs -no_clocks]
set_input_delay [expr $clk_period * $clk_io_pct] -clock clk0 $non_clock_inputs
set_output_delay [expr $clk_period * $clk_io_pct] -clock clk0 [all_outputs]
==> ./run.sh <==
#!/bin/bash
# OpenROAD 26Q1-2900-gdf79404cd8, Yosys 0.63+post, stock flow scripts
make -C /OpenROAD-flow-scripts/flow DESIGN_CONFIG=/design/flow/config.mk WORK_HOME=/design/flow/orfs finish
==> summary.txt <==
The following summarizes the physical implementation.

Die
The die is ~82 microns wide. The area of the core is roughly 0.0037 sq mm. The chip footprint is just under 0.007 sq mm. 25 I/O pins were placed. The total number of placement rows is 22. The height of the die is approximately 82 microns. The floorplan step records an initial core utilization of between 10% and 20%.

Final timing
The final-report max-slew violation count is 0. Setup repair after global routing could not meet its margin everywhere. The final worst-path setup slack is -0.0689 ns. The final-report setup violation count is 9. The actual slew at the worst max-slew pin is about 0.30 ns.

Based on the critical path, the design can be clocked at up to approximately 510 MHz. The normalized max-slew margin is between 70% and 80%. The number of unconstrained endpoints is 3.

The count of unclocked register or latch pins is 1. The final number of hold-violating endpoints is 0. The shortest period the worst path allows is 1.97 ns. In the finished design, the share of the clock period the worst path needs comes to 104%.

On the final layout, the worst hold slack is approximately 0.41 ns. The clock arrives with around 0.00066 ns of skew.

Drt
Antenna repair during routing inserted a diode count of 0. The total vias in the final route is 777. In the log, the iteration count for the first detailed-route pass is 4. The total wirelength of the detailed-routed design is 2.34 mm. Per the detail_route report, DRC violations left total 0. For this block, the initial DRC count from the detailed router was 49.

The average wire length per cell after detail routing is 13.0 microns. Nets still carrying antenna violations after routing amount to 0. The routed design shows a via density per instance of about 4.3.

Placed design
After detailed placement, the design holds a cell count of 168. As logged by OpenROAD, the buffers inserted on ports number 24. Per the gpl log, the routability congestion estimate is between 0.8 and 0.9. Timing analysis after detailed placement gives a worst setup slack of -0.586 ns. The HPWL reported at the end of detailed placement is about 1.6 mm.

Setup path
The timing report gives the worst reg2reg path a setup slack of about 0.75 ns. The start point of the critical path is count[1]$_DFF_PN0_. The endpoint class of the critical path is a primary output. The cell at the slowest stage of the critical path is sky130_fd_sc_hd__dfrtp_2. The type of the setup path with the least slack is flip-flop to primary output.

Walking the worst path, the cells encountered are ha_4 > buf_6 > ha_4 > mux2i_2 > buf_4 > nor2_2 > buf_2. Looking at the reg2reg group, the worst path starts from count[1]$_DFF_PN0_. The delay of the slowest critical-path stage is 0.45 ns.

The critical path endpoint has a required time of roughly 1.5 ns. The total buffers and inverters traversed by the critical path is 3. The maximum fanout encountered on the critical timing path is 4. At the worst endpoint, the arrival time is about 1.6 ns.

The most frequent cell on the critical path is sky130_fd_sc_hd__ha_4. STA classifies the critical path startpoint as a flip-flop. The cell family with the largest share of critical-path delay is flip-flops.

Run
The tool warning count for the run is 31. The number of max-cap violations is 0.

Outcome
The final reports fail on negative setup slack. The run finished, with violations left.

Global route
The number of global-route vias before repair came to between 700 and 800. The number of antenna violations at the first check in global routing is 0. Per the GRT congestion report, total overflow comes to 0. Entering global routing, the biggest net connects 10 pins.

The aggregate global-route resource usage is between 6 and 7%. The first global-routing pass estimated roughly 3.8 mm of wire.

Logic synthesis
By count the netlist is led by 9 x sky130_fd_sc_hd__nor2_1, 8 x sky130_fd_sc_hd__inv_1, 7 x sky130_fd_sc_hd__nand2_1. Per the synthesis report, the dominant area consumer among library cells is sky130_fd_sc_hd__dfrtp_1. In this run the mean area of a mapped cell was 8.05 sq um. The synthesized design contains 0 enable-type register cells.

The Yosys warning count is 1. The distinct cell type count of the synthesized netlist is 27. The number of standard cells after synthesis is around 74. The async set or reset register ratio after synthesis is 100%. The proportion of netlist area held by the largest area contributor is between 20% and 30%. By area the synthesized netlist is led by sky130_fd_sc_hd__dfrtp_1 25%, sky130_fd_sc_hd__ha_1 13%, sky130_fd_sc_hd__nor2_1 5.7%. The post-synthesis sequential area ratio is 25.2%.

For this design, Yosys synthesis ends with a cell count of ~74. The synthesis stats list as the most numerous cell sky130_fd_sc_hd__nor2_1. The chip area line of the yosys report is 596 sq um. The cell area that synthesis handed to floorplanning was slightly below 600 sq um. The synthesis stat section lists a flop and latch total of 6. Per the synth stats, the flop cell with the highest instance count is sky130_fd_sc_hd__dfrtp_1.

CTS
The maximum level of the CTS H-tree is 1. The clock insertion delay at the later pin of the skew report is around 0.22 ns. The buffer depth of the longest clock path is 2. For reference, the clock transition at the flip-flops on the worst setup and hold paths is 0.04 ns.

TritonCTS built the clock tree. The number of buffers created by CTS is 3. The clock tree root driver cell is sky130_fd_sc_hd__clkbuf_8.

Cells and area
The post-layout utilization of the core is between 30% and 40%. The layout summary lists the proportion of cells stronger than drive strength 1 as between 60% and 70%. The growth of design area from synthesis to finish is 129%. The finished layout holds between 150 and 200 standard cells, fillers aside.

Power and ir drop
The flow reported a cell area power density of 256 mW/mm^2. The share of total power dissipated in the clock network is 56.3%. Looking at the power breakdown, sequential logic takes around 30% of the total.

The power share of the combinational group is 12.8%. The script extracted a net switching power of about 73 uW. The leakage power in the latest report is around 0.00061 uW.

In this run the VDD rail shows a maximum IR drop of 0.292 mV. The switching part of the total is 21.1%. Internal power comes to 275 uW.

Min path
The class of the most critical hold timing path is primary input to async pin.
## sequential cells by signal (all words and copies together), names as in the netlist
register / count
count: 5
QP: 1
## cell usage in the layout (no fill, tap or decap), types with 2 or more instances in the layout
master                            netlist  final
sky130_fd_sc_hd__xnor2_1                2      2
sky130_fd_sc_hd__inv_2                  0      2
sky130_fd_sc_hd__dlygate4sd2_1          0      2
sky130_fd_sc_hd__o21ai_2                0      2
sky130_fd_sc_hd__mux2i_4                0      2
sky130_fd_sc_hd__clkdlybuf4s50_1        0      3
sky130_fd_sc_hd__nor2_1                 9      6
sky130_fd_sc_hd__clkbuf_2               0      2
sky130_fd_sc_hd__inv_1                  8      6
sky130_fd_sc_hd__clkdlybuf4s15_1        0      3
sky130_fd_sc_hd__buf_2                  2     13
sky130_fd_sc_hd__dfrtp_2                0      2
sky130_fd_sc_hd__ha_4                   0      6
sky130_fd_sc_hd__nand3_1                3      3
sky130_fd_sc_hd__nand2_1                7      6
sky130_fd_sc_hd__nor2_2                 0      3
sky130_fd_sc_hd__clkbuf_8               0      3
sky130_fd_sc_hd__buf_4                  1     19
sky130_fd_sc_hd__and3b_2                0      2
sky130_fd_sc_hd__buf_6                  0     14
sky130_fd_sc_hd__dfrtp_1                6      4
## layer usage
layer  GRT usage, %  vias to the layer above  wire, microns
li1               -                      374              -
met1           9.61                      371           1160
met2           10.1                       32            956
met3           2.86                        0            223
met4          0.510                        0              0
met5              0                        -              0
## cell families (layout without fill, tap and decap cells)
logic type	count (synthesis)	in the layout	synth area share, %
adder cells (fa/ha/maj)	6	6	12.6
XOR/XNOR	2	2	2.94
AND/OR/NAND/NOR	30	30	25.6
AND-OR/OR-AND	14	14	16.8
buffers and inverters	11	69	7.98
multiplexers	5	5	8.82
flip-flops	6	6	25.2
## final cells by class
type / count / area (sq um)
Clock buffer: 4 / 45.0
Fill cell: 351 / 2330
Inverter: 8 / 30.0
Multi-Input combinational cell: 57 / 608
Sequential cell: 6 / 153
Tap cell: 48 / 60.1
Timing Repair Buffer: 57 / 465
## what timing repair did
action | CTS | global route
pin swaps | 20 | 9
resized | 101 | 17
endpoints found under the setup margin | 19 | 16
hold buffers | 0 | 0
setup buffers | 9 | 0
## final timing paths
kind	to	cells past startpoint
setup / recovery	P[7]	7
hold / removal	count[3]$_DFF_PN0_	1
setup reg to reg	count[4]$_DFF_PN0_	5
hold reg to reg	count[4]$_DFF_PN0_	2
max in group asynchronous	count[0]$_DFF_PN0_	1
min in group clk0	count[4]$_DFF_PN0_	2
## power groups by stage
stage | Clock, uW | Sequential [uW] | Combinational [uW]
4_1_cts | 200 | 108 | 40.7
5_1_grt | 219 | 108 | 48.4
6_report | 196 | 108 | 44.4
## through the flow
step | area, sq um | setup TNS, ns | total power, uW
final | 1360 | -0.323 | 348
after global routing | 1360 | -1.11 | 375
after CTS | 1310 | -0.292 | 348
after detailed placement | 1070 | -9.32 | 147
after global placement | 1070 | -9.22 | 147
after floorplan | 596 | 0 | 119
Power and IR drop assume default switching activity.
