==> design/flow/design.v <==
module  spc2(
Cfg_in,
Clk,
Resetn,
F,
IQ,
GS,
CE,
NS,
GD,
FS,
RE
);
input Cfg_in, Clk, Resetn;
output reg[3:0] F;
output reg IQ;
output reg [3:0] GS;
output reg CE;
output reg NS;
output reg [2:0] GD;
output reg FS;
output reg RE;
reg [15:0] out; 
reg [4:0] count;
wire strobe;
always @(posedge Clk, negedge Resetn)
begin
    if (Resetn == 0) begin
        out <= 0;
        count <= 16;
    end else begin
        out[15] <= Cfg_in;
        out[14] <= out[15];
        out[13] <= out[14];
        out[12] <= out[13];
        out[11] <= out[12];
        out[10] <= out[11];
        out[9] <= out[10];
        out[8] <= out[9];
        out[7] <= out[8];
        out[6] <= out[7];
        out[5] <= out[6];
        out[4] <= out[5];
        out[3] <= out[4];
        out[2] <= out[3];
        out[1] <= out[2];
        out[0] <= out[1];
        count <= count - 1;
    end    
end
assign strobe = (!count) & (~Clk);
always @(posedge strobe, negedge Resetn)
begin
    if (Resetn == 0) begin
        F[3:0] <= 0;
        IQ <= 0;
        GS[3:0] <= 0;
        CE <= 0;
        NS <= 0;
        GD[2:0] <= 0;
        FS <= 0;
        RE <= 0;
    end else begin
        F[3:0] <= out[15:12];
        IQ <= out[11];
        GS[3:0] <= out[10:7];
        CE <= out[6];
        NS <= out[5];
        GD[2:0] <= out[4:2];
        FS <= out[1];
        RE <= out[0];
    end
end
endmodule
==> design/flow/run.sh <==
#!/bin/bash
# OpenROAD 26Q1-2900-gdf79404cd8, Yosys 0.63+post, stock flow scripts
make -C /OpenROAD-flow-scripts/flow DESIGN_CONFIG=/design/flow/config.mk WORK_HOME=/design/flow/orfs finish
==> design/flow/config.mk <==
export PLATFORM = sky130hd
export DESIGN_NAME = spc2
export DESIGN_NICKNAME = spc2
export VERILOG_FILES = /design/flow/design.v
export SDC_FILE = /design/flow/constraint.sdc
export NUM_CORES = 4
export LEC_CHECK = 1
export CORE_AREA = 10 10 110 110
export DIE_AREA = 0 0 120 120
==> design/flow/constraint.sdc <==
current_design spc2

set clk_period 1.5
set clk_io_pct 0.2

create_clock -name clk0 -period $clk_period [get_ports {Clk}]

set non_clock_inputs [all_inputs -no_clocks]
set_input_delay [expr $clk_period * $clk_io_pct] -clock clk0 $non_clock_inputs
set_output_delay [expr $clk_period * $clk_io_pct] -clock clk0 [all_outputs]
==> results.cfg <==
; physical design summary
[timing]
report.final.slew_viol_count = 0
worst_pin_slew_ns = 0.3668
rsz0062_at_grt = true
hold_violations = 0
max_slew_margin_pct = 75.32
setup_ws_ns = -1.025
fin_setup_tns_ns = -16.20
setup_viol = 20
finClkSkew_ns = 0.3045

[logic_synthesis]
ys_types = 9
largest_area_cell = dfrtp_1
ys_ff = 37
avgSynthCellArea_um2 = 20.91
async_flop_share_pct = 100.0
synthAoiAreaFrac_pct = 0
simple_gate_area_share_pct = 3.419
yosysChipArea_mm2 = 0.001025
ys_top_cells_by_area = dfrtp_1, dfstp_2, xor2_1
synthCells = 49
adder_share_pct = 2.442
synth.mux.area_fraction_pct = 0
synth_warnings = 1
synth-edff-count = 0
ys_top_cells_by_count = dfrtp_1, inv_1, xor2_1
syn-cell-area_mm2 = 0.001025
top_cell_area_share_pct = 87.91
ys_seq_share_pct = 90.48
ys_cells = 49
top_logic_kind = simple AND/OR/NAND/NOR gates
ys.flop_type = dfrtp_1
synth_top_cell_by_count = dfrtp_1
synth-xor-area-share_pct = 2.564

[worst_setup_path]
max_stage_delay_ns = 0.38
end_kind = output pin
cpMaxStageDelayCell = dfrtp_1
cp.required_ns = 1.20
critical_path_class = reg2out
worstPathBufferInverterCount = 1
worstPathArrival_ns = 2.22
startpoint_type = flop
path_cells = buf_2
cp_max_fo = 1
cp_top_family = flip-flops

[floorplanning]
io_pins = 19
die_w_um = 120
core_area_mm2 = 0.009774
fp-row-count = 36
die-area_mm2 = 0.01440
die_h_um = 120
initCoreUtil_pct = 10.48

[layout]
layout-drive-gt1-share_pct = 51.58
fin_area_mm2 = 0.001608
comb_area_um2 = 98.84
register_area_um2 = 927.1
fillers = 1072
fin_cells = 228
fin_util_pct = 16.45
syn2layout_area_growth_pct = 56.90

[pwr]
p_total_w = 0.001403
cellPowerDensity_mw_per_mm2 = 872.6
ir_drop_mv = 0.2778
leakage_nw = 0.7153

[global_routing]
grt_max_degree = 21
grt_overflow_total = 0
antenna_found_initial = 0
track_usage_pct = 2.987
grt_pass1_wl_mm = 3.249
grt_pass1_vias = 634

[place]
place_hpwl_mm = 1.193
place_area_mm2 = 0.001414
dp.cells = 204
portBuffers = 18
gp_congestion = 0.6893

[routing]
first_iter_violations = 31
wl_mm = 1.930
wl_per_cell_um = 8.465
first_pass_iters = 4
drt.antenna.violating_nets = 0
num_vias = 510
drc = 0
routed_via_density = 2.237
n_antenna_cell = 0

[flow_run]
warnings = 29
max_cap_violations = 0

[clocking]
clk_latency_ns = 0.98
cts_tree = done
path_clk_slew_ns = 0.08

[outcome]
status = complete, but fails checks
violations = setup timing

[min_path]
min_path_type = in2reg
==> cell families (layout without fill, tap and decap cells) <==
family | count (synthesis) | after routing
simple gates | 4 | 4
fa+ha+maj | 2 | 2
buf+inv | 3 | 49
flops | 37 | 37
xor+xnor | 3 | 3
==> metal layers <==
| layer | up-vias | wire (µm) | global-route usage, % |
|---|---|---|---|
| met2 | 25 | 753 | 3.680 |
| met1 | 239 | 875 | 3.430 |
| met4 | 0 | 36 | 1.207 |
| met3 | 4 | 264 | 2.856 |
| li1 | 242 | - | - |
| met5 | - | 0 | 0 |
==> per-stage QoR <==
step / hold WS, ns / setup WS (ns)
after floorplan: 0.004409 / 0.1379
after CTS: 0.03053 / -1.103
after global routing: 0.01348 / -1.166
final: 0.05334 / -1.025
after global placement: 0.3566 / -0.3327
after detailed placement: 0.3612 / -0.3336
==> report_power, final <==
| part | leakage [nW] | internal [W] | switching, W |
|---|---|---|---|
| sequential | 0.440 | 0.000590 | 0.0000103 |
| clock | 0.0996 | 0.000523 | 0.000241 |
| combinational | 0.176 | 0.0000166 | 0.0000221 |
| total | 0.715 | 0.00113 | 0.000273 |
==> final timing paths <==
check,from,slack [ns],cells after the start,end
min reg2reg,out[11],0.38,0,out[10]
min,Cfg_in,0.05,1,out[15]
max in group gated,count[4],-0.23,0,clock gate
max,F[2],-1.02,1,F[2]
max in group asynchronous,Resetn,0.61,3,out[15]
min in group gated,count[2],2.32,0,clock gate
min in group asynchronous,Resetn,0.13,3,out[0]
max reg2reg,count[0],0.33,5,count[4]
==> what timing repair did <==
item,CTS,global route
endpoints found under the setup margin,20,20
pin swaps,1,1
endpoints found under the hold margin,5,0
hold buffers,1,0
buffers inserted,7,2
resized,52,0
==> placed cells by master, fill, tap and decap left out, types with 2 or more instances in the layout <==
| master | instances |
|---|---|
| clkdlybuf4s50_1 | 2 |
| inv_2 | 2 |
| buf_2 | 16 |
| dfrtp_1 | 36 |
| buf_4 | 12 |
| xor2_1 | 3 |
| clkbuf_8 | 13 |
==> final cells by class <==
| class | count | area share (%) |
|---|---|---|
| repair buffers | 32 | 13.70 |
| clock inverters | 1 | 0.3113 |
| clock buffers | 13 | 11.13 |
| multi-input cells | 9 | 6.148 |
| inverters | 3 | 0.7004 |
| well taps | 133 | 10.35 |
| flip-flops and latches | 37 | 57.67 |
==> state kept, by name (all words and copies together) (netlist names) <==
signal and cells:
GD 3, FS 1, IQ 1, RE 1, count 5, out 16
F 4, CE 1, GS 4, NS 1
Power and IR drop assume default switching activity.
