**flow/design.v**
```verilog
module  FreqDiv(
Fin,   
Fsel,  
Resetn, 
Fout,   
F_PFD
);
input Fin;
input [3:0] Fsel;
input Resetn;
output reg Fout;
output F_PFD;
reg [14:0] divider;
wire F_PFD;  
assign F_PFD = divider[4]; 
always @(posedge Fin, negedge Resetn)
begin
    if (Resetn == 0) begin
        divider = 0;
    end else begin
        divider = divider + 1;
    end
end
always @(Fsel,divider,Fin)
begin
    case (Fsel)
        4'b0000: Fout <= Fin;
        4'b0001: Fout <= divider[0];
        4'b0010: Fout <= divider[1];
        4'b0011: Fout <= divider[2];
        4'b0100: Fout <= divider[3];
        4'b0101: Fout <= divider[4];
        4'b0110: Fout <= divider[5];
        4'b0111: Fout <= divider[6];
        4'b1000: Fout <= divider[7];
        4'b1001: Fout <= divider[8];
        4'b1010: Fout <= divider[9];
        4'b1011: Fout <= divider[10];
        4'b1100: Fout <= divider[11];
        4'b1101: Fout <= divider[12];
        4'b1110: Fout <= divider[13];
        4'b1111: Fout <= divider[14];
        default: Fout <= Fin;
    endcase
end
endmodule
```
**flow/run.sh**
```bash
#!/bin/bash
# OpenROAD 26Q1-2900-gdf79404cd8, Yosys 0.63+post, stock flow scripts
make -C /OpenROAD-flow-scripts/flow DESIGN_CONFIG=/design/flow/config.mk WORK_HOME=/design/flow/orfs finish
```
**flow/config.mk**
```make
export PLATFORM = sky130hd
export DESIGN_NAME = FreqDiv
export DESIGN_NICKNAME = FreqDiv
export VERILOG_FILES = /design/flow/design.v
export SDC_FILE = /design/flow/constraint.sdc
export NUM_CORES = 4
export LEC_CHECK = 1
export CORE_AREA = 10 10 75 75
export DIE_AREA = 0 0 85 85
```
**flow/constraint.sdc**
```tcl
current_design FreqDiv

set clk_period 3.5
set clk_io_pct 0.2

create_clock -name clk0 -period $clk_period [get_ports {Fin}]

set non_clock_inputs [all_inputs -no_clocks]
set_input_delay [expr $clk_period * $clk_io_pct] -clock clk0 $non_clock_inputs
set_output_delay [expr $clk_period * $clk_io_pct] -clock clk0 [all_outputs]
```
==> GITHUB_STEP_SUMMARY <==
### Metrics collected by this job

| Metric | Value |
|---|---|
| CP required | roughly 2.8 ns |
| Hold-fix buffers, CTS | 0 |
| DRC errors left | 0 |
| CP Capture Type | output port |
| Pins Over Slew Limit | 0 |
| FP Util | 19.4% |
| Worst R2R End | divider[14] |
| Vias in the first global route | 576 |
| Detailed Route WL | 1480 µm |
| Path type of the worst min-delay path | reg2reg |
| R2r worst-path depth | 4 |
| Worst Skew | between 0.0005 and 0.0006 ns |
| Critical Path Source Type | clock port |
| Ant diodes | 0 |
| Max Cap Viol | 0 |
| Die W | 85 µm |
| Share of layout cells above drive strength 1 | 20.5% |
| Critical path arrival | between 2 and 3 ns |
| Status | finished, final reports clean |
| DRT iter0 DRCs | 37 |
| Via density | 4.28 |
| Worst-Margin Slew | around 0.66 ns |
| Final Hold Vio Count | 0 |
| Final setup viols | 0 |
| OpenROAD warnings | 29 |
| Yosys Instances | 59 |
| Avg WL per Cell | around 12 µm |
| Worst-path clk slew | 0.06 ns |
| Unique masters post-synth | 18 |
| Worst setup endpoint | Fout |
| Die height | 85 µm |
| Power, Total | 0.423 mW |
| Utilization after layout | between 20% and 30% |
| Syn Inst Count | just under 60 |
| CP max FO | 2 |
| Post-CTS Setup Bufs | 0 |
| CTS tree | built |
| RSZ-0062 raised after global routing | no |
| Clock latency on the worst-skew pair | 0.35 ns |
| Rel. slew slack | between 50% and 60% |
| Area Overhead vs Synth | 27.1% |
| Yosys Chip Area | around 800 µm² |
| Leak | 0.441 nW |
| Port bufs | 7 |
| Rows | 23 |
| Largest net degree at the start of global routing | 16 |
| Antenna viol nets, final | 0 |
| GRT Total Usage | 4.40% |
| PwrDens | 422 nW/µm² |
| Via count | 526 |
| Largest register FFs | 15 |
| Antenna violations before repair | 0 |
| DIE AREA | approximately 7200 µm² |
| Crit path launch | Fin |
| DP HPWL | roughly 1100 µm |
| CTS resizes | 3 |
| # IOs | 8 |
| Remaining Overflow, GRT | 0 |
| Mapped Avg Cell Area | 13.4 µm² |
| Setup Crit Path Kind | clk2out |
| GPL Wtd Cong | 0.785 |
| R2R setup slack | 2.13 ns |
| Peak supply drop | 0.0000908 V |
| Fin Setup TNS | 0 ns |
| Post-Syn Area | slightly below 800 µm² |
| Ys Warns | 1 |
| First-pass GRT wire length | 2660 µm |
| DR pass1 iterations | 2 |
| Synth Seq Share | between 40% and 50% |
| RR Startpoint | divider[0] |
| Ys flops | 15 |
| Core area | 4060 µm² |
## metrics by stage
| step | setup slack [ns] | hold slack [ns] | cell area, µm² | std cells |
|---|---|---|---|---|
| finish | 0.0643 | 0.466 | 1000 | 123 |
| global route | 0.00488 | 0.511 | 1000 | 123 |
| CTS | 0.0351 | 0.469 | 1000 | 123 |
| detailed placement | 0.0468 | 0.461 | 921 | 116 |
| global placement | 0.0472 | 0.460 | 921 | 116 |
| floorplan | 0.453 | 0.404 | 788 | 59 |
## metal layers
layer | vias to the layer above | wire length (µm) | global-route usage [%]
met5 | - | 0 | 0
met4 | 0 | 38 | 1.50
met3 | 5 | 107 | 2.50
met2 | 11 | 662 | 6.06
met1 | 264 | 672 | 5.63
li1 | 246 | - | -
## critical path, cell delays in order
cell	delay [ns]
clkbuf_8	0.11
clkbuf_8	0.12
mux4_2	0.44
mux2i_1	0.13
mux2i_1	0.08
buf_2	0.12
## layout make-up
| type | count | area, µm² |
|---|---|---|
| multi-input cells | 40 | 398 |
| inverters | 4 | 15.0 |
| clock buffers | 8 | 91.3 |
| fillers | 405 | 3060 |
| repair buffers | 6 | 60.1 |
| flip-flops and latches | 15 | 375 |
| well taps | 50 | 62.6 |
## synth_stat cells (all sizes together)
cell type,number,area share (%)
and4,1,1.1
xor2,6,6.7
mux4,4,12
nand2,4,1.9
xnor2,7,7.8
ha,1,1.6
nor3,3,1.9
inv,4,1.9
nor2,2,0.95
dfrtp,15,48
nor4,3,5.9
nand3,2,1.9
nand4,4,5.1
mux2i,3,3.8
## kinds of logic after synthesis
family                     synth area share, %
xor gates and xnor gates                  14.4
buffers and inverters                     1.90
muxes                                     15.7
DFF                                       47.6
adders and majority gates                 1.59
and+or+nand+nor                           18.7
## how the worst min path moves through the flow
| stage | start | end | slack, ns | cells past startpoint |
|---|---|---|---|---|
| finish | divider[14] | divider[14] | 0.47 | 1 |
| global route | divider[14] | divider[14] | 0.51 | 1 |
| CTS | divider[14] | divider[14] | 0.47 | 1 |
## cell usage in the layout (no fill, tap or decap), types with 2 or more instances in the layout
| master | instances |
|---|---|
| mux4_2 | 3 |
| nor3_1 | 3 |
| inv_1 | 4 |
| nor4_2 | 2 |
| clkdlybuf4s50_1 | 6 |
| nand2_1 | 4 |
| nand4_1 | 3 |
| xnor2_1 | 7 |
| dfrtp_1 | 15 |
| nor2_1 | 2 |
| xor2_1 | 6 |
| clkbuf_8 | 6 |
| mux2i_1 | 3 |
## power by group
group | switching, mW | total, mW | internal, mW
clock network | 0.0736 | 0.236 | 0.162
logic | 0.00622 | 0.0134 | 0.00723
registers | 0 | 0.174 | 0.174
Power figures rest on the tool's default switching activity, not on a simulated workload.
